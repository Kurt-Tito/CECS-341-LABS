===== flow/run.sh =====
#!/bin/bash
# OpenROAD 26Q1-2900-gdf79404cd8, Yosys 0.63+post, stock flow scripts
make -C /OpenROAD-flow-scripts/flow DESIGN_CONFIG=/design/flow/config.mk WORK_HOME=/design/flow/orfs finish

===== flow/config.mk =====
export PLATFORM = sky130hd
export DESIGN_NAME = RCA8
export DESIGN_NICKNAME = RCA8
export VERILOG_FILES = /design/flow/design.v
export SDC_FILE = /design/flow/constraint.sdc
export NUM_CORES = 4
export LEC_CHECK = 1
export CORE_AREA = 10 10 70 70
export DIE_AREA = 0 0 80 80

===== flow/constraint.sdc =====
current_design RCA8

set clk_period 7.7
set clk_io_pct 0.2

create_clock -name clk0 -period $clk_period

set non_clock_inputs [all_inputs -no_clocks]
set_input_delay [expr $clk_period * $clk_io_pct] -clock clk0 $non_clock_inputs
set_output_delay [expr $clk_period * $clk_io_pct] -clock clk0 [all_outputs]

===== flow/design.v =====
`timescale 1ns / 1ps
module FullAdder(FA_A, FA_B, Cin, FA_S, Cout);
	input FA_A, FA_B, Cin;
	output FA_S, Cout;
	wire ha0_S, ha0_C, ha1_C;
	HalfAdder ha0( .A(   FA_A  ),
						.B(   FA_B  ),
						.Cout(ha0_C ),
						.S(   ha0_S )
						);
	HalfAdder ha1( .A(   Cin   ),
						.B(   ha0_S ),
						.Cout(ha1_C ),
						.S(   FA_S  )
						);
	assign	Cout = ha0_C | ha1_C;
endmodule
`timescale 1ns / 1ps
module HalfAdder(A, B, Cout, S);
	input A, B;
	output Cout, S;
	assign Cout = A & B;
	assign S = A ^ B;
endmodule
`timescale 1ns / 1ps
module RCA8(A_8, B_8, Cin, Cout, S_8	);
    input [7:0] A_8, B_8;
    input Cin;
    output Cout;
    output [7:0] S_8;
	 wire c0, c1, c2, c3, c4, c5, c6;
	 FullAdder fa0( .FA_A(	A_8[0]	),
						.FA_B(	B_8[0]	),
						.Cin(		Cin		),
						.FA_S(	S_8[0]	),
						.Cout(	c0			)
						);
	 FullAdder fa1( .FA_A(	A_8[1]	),
						 .FA_B(	B_8[1]	),
						 .Cin(	c0			),
						 .FA_S(	S_8[1]	),
						 .Cout(	c1			)
						 );
	 FullAdder fa2( .FA_A(	A_8[2]	),
						 .FA_B(	B_8[2]	),
						 .Cin(	c1			),
						 .FA_S(	S_8[2]	),
						 .Cout(	c2			)
						 );
	 FullAdder fa3( .FA_A(	A_8[3]	),
						 .FA_B(	B_8[3]	),
						 .Cin(	c2			),
						 .FA_S(	S_8[3]	),
						 .Cout(	c3			)
						 );
	 FullAdder fa4( .FA_A(	A_8[4]	),
						 .FA_B(	B_8[4]	),
						 .Cin(	c3			),
						 .FA_S(	S_8[4]	),
						 .Cout(	c4			)
						 );
	 FullAdder fa5( .FA_A(	A_8[5]	),
						 .FA_B(	B_8[5]	),
						 .Cin(	c4			),
						 .FA_S(	S_8[5]	),
						 .Cout(	c5			)
						 );
	 FullAdder fa6( .FA_A(	A_8[6]	),
						 .FA_B(	B_8[6]	),
						 .Cin(	c5			),
						 .FA_S(	S_8[6]	),
						 .Cout(	c6			)
						 );
	 FullAdder fa7( .FA_A(	A_8[7]	),
						 .FA_B(	B_8[7]	),
						 .Cin(	c6			),
						 .FA_S(	S_8[7]	),
						 .Cout(	Cout		)
						 );
endmodule

==> flow_results.xml <==
<?xml version="1.0" encoding="UTF-8"?>
<metrics>
  <group name="outcome">
    <metric name="result_of_the_run" unit="">finished, final reports clean</metric>
  </group>
  <group name="timing">
    <metric name="final_max_slew_viol_count" unit="">0</metric>
    <metric name="finalSetupViolCount" unit="">0</metric>
    <metric name="period_needed" unit="ps">7030</metric>
    <metric name="fmax" unit="GHz">0.142</metric>
    <metric name="rsz0062_at_grt" unit="">no</metric>
    <metric name="final.setup.worst_slack" unit="ps">666</metric>
    <metric name="worst_slew_pin_slew" unit="ps">99.9</metric>
    <metric name="layout_worst_path_cycle_share" unit="%">91.4</metric>
    <metric name="aggregate_negative_setup_slack" unit="ps">0</metric>
    <metric name="slew_headroom" unit="%">93.3</metric>
    <metric name="hold_violations" unit="">0</metric>
  </group>
  <group name="placed_design">
    <metric name="port_buffers" unit="">26</metric>
    <metric name="place.gp.congestion" unit="">0.805</metric>
    <metric name="post-place-ws" unit="ps">625</metric>
    <metric name="dp_hpwl" unit="um">744</metric>
  </group>
  <group name="route">
    <metric name="drt_first_iter_violations" unit="">0</metric>
    <metric name="drt.antenna.violating_nets" unit="">0</metric>
    <metric name="detail_route.drc_violations" unit="">0</metric>
    <metric name="num_vias" unit="">193</metric>
    <metric name="firstDrtPassIters" unit="">1</metric>
    <metric name="n_diodes" unit="">0</metric>
    <metric name="wire_length_reported_by_the_detailed_router" unit="um">732</metric>
    <metric name="avgViaCountPerCell" unit="">2.19</metric>
    <metric name="wl_per_cell" unit="um">8.32</metric>
  </group>
  <group name="worst_setup_path">
    <metric name="cp.arrival" unit="ps">5490</metric>
    <metric name="critical_path_peak_fanout" unit="">1</metric>
    <metric name="critPathCaptureType" unit="">output pin</metric>
    <metric name="cp-start-kind" unit="">input pin</metric>
    <metric name="worst-endpoint-required" unit="ps">6160</metric>
    <metric name="path_class" unit="">in2out</metric>
  </group>
  <group name="cells_and_area">
    <metric name="layout_cell_share_with_drive_strength_beyond_1" unit="%">0</metric>
    <metric name="flops" unit="">0</metric>
    <metric name="area_added_between_synthesis_and_finish" unit="%">103</metric>
    <metric name="final_common_cell" unit="">sky130_fd_sc_hd__clkdlybuf4s50_1</metric>
    <metric name="most_common_logic_cells_in_the_final_layout" unit="">sky130_fd_sc_hd__clkdlybuf4s50_1, sky130_fd_sc_hd__inv_1, sky130_fd_sc_hd__fa_1</metric>
    <metric name="num-fill-cells" unit="">395</metric>
    <metric name="area.sequential" unit="um^2">0</metric>
    <metric name="area.combinational" unit="um^2">160</metric>
    <metric name="n_clock_buffer" unit="">0</metric>
  </group>
  <group name="logic_synthesis">
    <metric name="synth.yosys.chip_area" unit="um^2">250</metric>
    <metric name="netlist_instances" unit="">24</metric>
    <metric name="synthDominantCellAreaShare" unit="%">64.0</metric>
    <metric name="synthesis.area" unit="um^2">250</metric>
    <metric name="synth_cell_type_count" unit="">3</metric>
    <metric name="ys_seq_share" unit="%">0</metric>
    <metric name="synth_area_per_cell" unit="um^2">10.4</metric>
    <metric name="synth_top_cell_by_area" unit="">sky130_fd_sc_hd__fa_1</metric>
    <metric name="yosys_cells" unit="">24</metric>
    <metric name="top_cells_by_area" unit="">sky130_fd_sc_hd__fa_1, sky130_fd_sc_hd__buf_4, sky130_fd_sc_hd__inv_1</metric>
    <metric name="count_of_yosys_warnings_during_synthesis" unit="">0</metric>
  </group>
  <group name="power">
    <metric name="cellPowerDensity" unit="nW/um^2">68.2</metric>
    <metric name="ir_drop" unit="mV">0.0193</metric>
    <metric name="p_comb_share" unit="%">100.0</metric>
    <metric name="swShare" unit="%">25.7</metric>
    <metric name="leakagePower" unit="nW">0.203</metric>
    <metric name="switchingPower" unit="mW">0.00891</metric>
    <metric name="internal_power" unit="mW">0.0257</metric>
    <metric name="pwr-share-seq" unit="%">0</metric>
    <metric name="clock_network_power_share" unit="%">0</metric>
  </group>
  <group name="grt">
    <metric name="largest_net_degree_at_the_start_of_global_routing" unit="">2</metric>
    <metric name="grt_antenna_before_repair" unit="">0</metric>
    <metric name="grt_pass1_vias" unit="">221</metric>
    <metric name="grt.total_usage" unit="%">2.17</metric>
    <metric name="overflow" unit="">0</metric>
    <metric name="grt_first_pass_wirelength" unit="mm">1.10</metric>
  </group>
  <group name="job">
    <metric name="stage_log_warnings" unit="">32</metric>
    <metric name="max_cap_violations" unit="">0</metric>
  </group>
  <group name="floorplan">
    <metric name="number_of_placed_i_o_pins" unit="">26</metric>
    <metric name="num_rows" unit="">21</metric>
    <metric name="die_w" unit="um">80</metric>
    <metric name="core_area" unit="um^2">3420</metric>
    <metric name="floorplan.die.height" unit="um">80</metric>
    <metric name="initial_utilization" unit="%">7.33</metric>
    <metric name="die-area" unit="um^2">6400</metric>
  </group>
  <group name="clock_network">
    <metric name="cts.repair.resized" unit="">0</metric>
    <metric name="post_cts_hold_buffer_count" unit="">0</metric>
    <metric name="cts_setup_buffers" unit="">0</metric>
  </group>
  <group name="hold_path">
    <metric name="holdCritPathClass" unit="">in2out</metric>
  </group>
</metrics>
-- metal layers --
| layer | GRT usage [%] | routed length (um) | up-vias |
|---|---|---|---|
| li1 | - | - | 92 |
| met2 | 2.01 | 150 | 25 |
| met5 | 0 | 0 | - |
| met4 | 0 | 0 | 0 |
| met3 | 2.73 | 244 | 0 |
| met1 | 3.00 | 338 | 76 |
-- kinds of logic after synthesis --
group                      count (synthesis)  synth area share [%]
buffers and inverters                     16                  36.0
adders and majority gates                  8                  64.0
-- synthesized netlist by cell type (all sizes together) --
cell type and count:
buf 8, fa 8, inv 8
-- area by class of cell --
type | count | area share (%)
multi-input cells | 8 | 31.5
inverters | 8 | 5.91
repair buffers | 26 | 51.2
well taps | 46 | 11.3
-- final timing paths --
check                  start  endpoint  slack (ps)  cells past startpoint
worst min-delay path  B_8[7]    S_8[7]        4130                      5
worst max-delay path  A_8[0]    S_8[7]         670                     12
-- per-stage QoR --
| step | utilization [%] | area [um^2] | hold WS [ps] | total power [mW] | cells |
|---|---|---|---|---|---|
| after detailed placement | 14.9 | 508 | 4140 | 0.0360 | 88 |
| after floorplan | - | 250 | 3290 | 0.0171 | 24 |
| final | 14.9 | 508 | 4130 | 0.0346 | 88 |
| after global routing | 14.9 | 508 | 4190 | 0.0396 | 88 |
| after global placement | 14.9 | 508 | 4140 | 0.0361 | 88 |
| after CTS | 14.9 | 508 | 4150 | 0.0361 | 88 |
-- critical path, cell delays in order --
cell	delay [ps]
sky130_fd_sc_hd__clkdlybuf4s50_1	430
sky130_fd_sc_hd__fa_1	440
sky130_fd_sc_hd__fa_1	390
sky130_fd_sc_hd__fa_1	390
sky130_fd_sc_hd__fa_1	400
sky130_fd_sc_hd__fa_1	390
sky130_fd_sc_hd__fa_1	360
sky130_fd_sc_hd__inv_1	70
sky130_fd_sc_hd__fa_1	170
sky130_fd_sc_hd__fa_1	410
sky130_fd_sc_hd__inv_1	60
sky130_fd_sc_hd__clkdlybuf4s50_1	460
-- power groups by stage --
| stage | Sequential, mW | Clock (mW) | Combinational, mW |
|---|---|---|---|
| 4_1_cts | 0 | 0 | 0.0361 |
| 5_1_grt | 0 | 0 | 0.0396 |
| 6_report | 0 | 0 | 0.0346 |
Power and IR drop assume default switching activity.

## /design/flow/config.mk

```make
export PLATFORM = sky130hd
export DESIGN_NAME = InstructionMemory
export DESIGN_NICKNAME = InstructionMemory
export VERILOG_FILES = /design/flow/design.v
export SDC_FILE = /design/flow/constraint.sdc
export NUM_CORES = 4
export LEC_CHECK = 1
export CORE_AREA = 10 10 89 89
export DIE_AREA = 0 0 99 99
```

## /design/flow/constraint.sdc

```tcl
current_design InstructionMemory

set clk_period 3.5
set clk_io_pct 0.2

create_clock -name clk0 -period $clk_period

set non_clock_inputs [all_inputs -no_clocks]
set_input_delay [expr $clk_period * $clk_io_pct] -clock clk0 $non_clock_inputs
set_output_delay [expr $clk_period * $clk_io_pct] -clock clk0 [all_outputs]
```

## /design/flow/design.v

```verilog
`timescale 1ns / 1ps
module InstructionMemory(
    input [31:0] IMin,
	 output [31:0] IMout
	);
	reg [7:0] IM [0:255];
	assign IMout = {IM[IMin + 0], IM[IMin + 1], IM[IMin + 2], IM[IMin + 3]};
	initial begin
	IM[0] = 8'h8c;  
	IM[1] = 8'h05;
	IM[2] = 8'h00;
	IM[3] = 8'h14;
	IM[4] = 8'h8C;	 
	IM[5] = 8'h0A;
	IM[6] = 8'h00;
	IM[7] = 8'h28;
	IM[8] = 8'h00;  
	IM[9] = 8'hAA;
	IM[10] = 8'h00;
	IM[11] = 8'h20;  
	IM[12] = 8'h00;  
	IM[13] = 8'hAA;
	IM[14] = 8'h00;
	IM[15] = 8'h22;  
	IM[16] = 8'h00;  
	IM[17] = 8'hAA;
	IM[18] = 8'h00;
	IM[19] = 8'h24;  
	IM[20] = 8'h00;  
	IM[21] = 8'hAA;
	IM[22] = 8'h00;
	IM[23] = 8'h25;  
	IM[24] = 8'h00;  
	IM[25] = 8'hAA;
	IM[26] = 8'h00;
	IM[27] = 8'h2A;  
	IM[28] = 8'hAC;  
	IM[29] = 8'h00;
	IM[30] = 8'hF8;
	IM[31] = 8'h00;
	IM[32] = 8'h11;  
	IM[33] = 8'h6D;
	IM[34] = 8'h00;
	IM[35] = 8'h10;
	end
endmodule
```

## /design/flow/run.sh

```bash
#!/bin/bash
# OpenROAD 26Q1-2900-gdf79404cd8, Yosys 0.63+post, stock flow scripts
make -C /OpenROAD-flow-scripts/flow DESIGN_CONFIG=/design/flow/config.mk WORK_HOME=/design/flow/orfs finish
```

==> impl.org <==
* Implementation run

** Place
- Including well taps, the total number of placed cells is between 400 and 500.
- DPL Wire Length :: 5060 microns
- Routability-driven placement finished with a final weighted congestion of around 0.93.
- The count of buffers added on input and output ports is 38.
- Standard cell area after detailed placement :: approximately 2800 sq um

** Route
- The violation tally recorded at the end of detailed-routing iteration 0 is 112.
- Detailed Routing Iterations Pass 1 :: 4
- Sum of met2 wire segment lengths after detailed routing :: around 3100 microns
- Post-Route WL :: roughly 6800 microns
- In this run the remaining antenna-violating nets after routing total 0.
- TritonRoute reported its final design rule violation total as 0.
- The routed wirelength on the met1 layer is recorded as ~3200 microns.
- In this run the top signal layer used is met4.
- The script logs the mean routed wire length per placed instance as 15.3 microns.
- The number of antenna diodes in the final layout is 0.
- The routed layout has approximately 2.4k vias.
- Dividing the detail-routed via count by the number of cells gives approximately 5.4.
- Summed over all nets, wire length on met3 after detailed routing comes to approximately 360 microns.

** Layout
- Final design area excluding fillers :: about 3100 sq um
- In the final layout, the share of cells above drive strength 1 is 0.381.
- Layout sequential cell count :: 0
- Most common logic cell in the routed design :: sky130_fd_sc_hd__buf_4
- Storage element area :: 0 sq um
- The filler cells instantiated in the layout total ~550.
- The finished layout reports a core utilization of 0.516.
- The final layout report lists a clock buffer count of 0.
- The final report lists a non-filler cell total of 442.
- Area growth from synthesis to layout :: 68.7%
- Commonest cells after routing, fill and taps aside :: 83 x sky130_fd_sc_hd__buf_4, 28 x sky130_fd_sc_hd__clkdlybuf4s50_1, 27 x sky130_fd_sc_hd__nand2_1

** Logic synthesis
- Synthesis warning total :: 1
- Of the total synthesized cell area, the portion taken by full adders, half adders and majority gates is 0.0887.
- In this run, the synthesized area fraction spent on and/or/nand/nor cells is recorded as 0.264.
- Measured against the total synthesized area, the mux share comes to 0.0471.
- In this run, the synthesized area fraction spent on xor and xnor cells is recorded as 0.149.
- Cell total in the yosys stat output :: roughly 270
- After synthesis, the largest family of logic cells by area is AND-OR/OR-AND gates.
- The synthesized netlist occupies a cell area of approximately 1800 sq um.
- After technology mapping, the gate count stands at about 270.
- Post-Synthesis Mean Instance Area :: roughly 6.8 sq um
- The synthesized netlist contains between 50 and 60 unique library cells.
- Of the total synthesized cell area, the portion taken by AND-OR and OR-AND cells is 0.345.
- For this run, the register share of the synthesized area comes to 0.
- Post-synthesis chip area from yosys :: roughly 1800 sq um

** Setup path
- Sort of element at the end of the critical path :: primary output
- On the worst path, the slowest cell contributes a delay of between 0.4 and 0.5 ns.
- The worst setup path is launched from a primary input.
- The report lists the cells along the critical path as clkdlybuf4s50_1, buf_6, mux2_2, a2111oi_2, o31ai_1, a21oi_1, a311oi_2, clkdlybuf4s50_1.
- The worst setup path is of the primary input to primary output kind.
- Buffers plus inverters on the worst setup path :: 3
- Counting stages on the worst path, the most repeated cell is sky130_fd_sc_hd__clkdlybuf4s50_1.
- In this run the worst path has a maximum fanout of 5.
- On the critical path, the stage with the largest delay is an instance of sky130_fd_sc_hd__clkdlybuf4s50_1.
- Critical Path RT :: between 2 and 3 ns
- The data arrival time reported for the critical path is approximately 2.8 ns.
- Broken down by cell family, the worst path's largest delay share belongs to buffers and inverters.

** Pwr
- For this design the ratio of total power to cell area is 158 nW/um^2.
- For this design the static power due to leakage is between 0.001 and 0.0015 uW.
- Worst-case vdd ir drop :: approximately 66 uV

** GRT
- Maximum number of pins on one net before global-route repair :: 31
- Tot GR Track Use :: 0.131
- The number of global-route vias before repair was about 2.2k.
- The first global-routing pass estimated approximately 11000 microns of wire.
- Recorded from the global router log, the overflow total was 0.
- The initial antenna violation count was 0.

** Final timing
- Worst Hold Margin :: 2.19 ns
- Per the timing report, the achievable frequency comes out to ~0.29 GHz.
- For the finished layout, the period the worst path requires is 3.47 ns.
- Setup repair after global routing could not meet its margin everywhere.
- Final setup violation count :: 0
- Across all checked pins, the minimum headroom to the slew limit is 0.709.
- Post-route period utilization is reported as 0.992.
- In the final timing run, aggregate negative setup slack is 0 ns.
- Hold Violations, Final :: 0
- Slew Viols, Final :: 0
- Looking at the max-slew report, the worst-margin pin has a slew of 0.432 ns.

** Job
- The number of maximum-capacitance violations recorded for the run is 0.
- Number of warnings in the stage logs :: between 60 and 70

** Die
- Per the OpenROAD floorplan log, the area of the die is around 9800 sq um.
- The floorplan step set the die width to just under 100 microns.
- Per the OpenROAD floorplan log, the area of the core is roughly 6000 sq um.
- The floorplan has 28 rows.
- During I/O placement, the number of pins put on the boundary was 64.
- From bottom edge to top edge, the die measures between 90 and 100 microns.
- Initial Util :: 0.306

** Worst hold path
- The most critical min-delay path falls under primary input to primary output.

** Run status
- The run finished with clean final reports.
per-stage QoR:
stage / worst slack, ns / total power, uW
6_report: 0.0272 / 488
5_1_grt: -0.0959 / 533
4_1_cts: -0.0217 / 480
3_5_place_dp: -0.495 / 437
3_3_place_gp: -0.451 / 435
2_1_floorplan: 0.396 / 219
power breakdown:
| part | switching (uW) | internal [uW] | leakage, uW | total [uW] |
|---|---|---|---|---|
| logic | 223 | 265 | 0.00133 | 488 |
| registers | 0 | 0 | 0 | 0 |
| clock network | 0 | 0 | 0 | 0 |
logic make-up after synthesis:
kind of cell             count (synthesis)
AND-OR/OR-AND                           93
XOR/XNOR                                23
adder cells (fa/ha/maj)                 13
buffers and inverters                   37
multiplexers                             7
AND/OR/NAND/NOR                         96
synthesized netlist by cell type (all sizes together), types with 2 or more instances:
cell type	number	area [sq um]
nand2	28	108
a21oi	25	136
o21ai	22	110
buf	21	135
nor2	18	75.1
ha	13	163
nor3	13	65.1
xnor2	13	151
nand3	11	55.1
clkbuf	10	37.5
xor2	10	121
a31oi	9	56.3
inv	5	18.8
nand2b	5	31.3
o31ai	5	37.5
a2111oi	4	47.6
a221oi	4	35.0
and2	4	25.0
and3	4	25.0
nand4	4	31.3
nor2b	4	25.0
a311oi	3	26.3
mux2	3	33.8
mux2i	3	30.0
o22ai	3	18.8
o41ai	3	33.8
a211oi	2	15.0
a21boi	2	15.0
a32oi	2	17.5
nor3b	2	15.0
o311a	2	20.0
worst paths after layout:
path	from	to	slack [ns]	cells after the start
worst max-delay path	IMin[4]	IMout[3]	0.03	8
worst min-delay path	IMin[0]	IMout[21]	2.19	6
metal layers:
metal / track usage / vias to the layer above
li1: - / 1186
met1: 0.188 / 1108
met2: 0.211 / 63
met4: 0.0198 / 0
met5: 0 / -
met3: 0.0141 / 8
worst min-delay path: stages:
cell and delay [ns]:
sky130_fd_sc_hd__buf_2 0.14, sky130_fd_sc_hd__clkinv_2 0.07, sky130_fd_sc_hd__buf_4 0.18, sky130_fd_sc_hd__o311a_1 0.21
sky130_fd_sc_hd__o41ai_2 0.07, sky130_fd_sc_hd__dlymetal6s2s_1 0.12
final cells by class:
class	instances	area (sq um)	area share
inverters	6	23.8	0.00769
multi-input cells	232	1870	0.603
well taps	75	93.8	0.0303
repair buffers	129	1110	0.359
repair_timing:
action,in CTS,in global routing
endpoints found under the setup margin,31,17
resized,51,16
buffers inserted,7,0
pin swaps,6,6
hold buffers,0,0
hold endpoints to repair,0,0
Power is estimated from default activity; no workload was simulated.

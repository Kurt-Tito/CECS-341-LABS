File: run.sh
#!/bin/bash
# OpenROAD 26Q1-2900-gdf79404cd8, Yosys 0.63+post, stock flow scripts
make -C /OpenROAD-flow-scripts/flow DESIGN_CONFIG=/design/flow/config.mk WORK_HOME=/design/flow/orfs finish
File: config.mk
export PLATFORM = sky130hd
export DESIGN_NAME = RF_ALU
export DESIGN_NICKNAME = RF_ALU
export VERILOG_FILES = /design/flow/design.v
export SDC_FILE = /design/flow/constraint.sdc
export NUM_CORES = 4
export LEC_CHECK = 1
export CORE_UTILIZATION = 40
File: constraint.sdc
current_design RF_ALU

set clk_period 27.2
set clk_io_pct 0.2

create_clock -name clk0 -period $clk_period [get_ports {clock}]

set non_clock_inputs [all_inputs -no_clocks]
set_input_delay [expr $clk_period * $clk_io_pct] -clock clk0 $non_clock_inputs
set_output_delay [expr $clk_period * $clk_io_pct] -clock clk0 [all_outputs]
File: design.v
`timescale 1ns / 1ps
module ALU(ALUctl, A, B, ALUOut, Zero);
	input [3:0] ALUctl;
	input [31:0] A, B;
	output reg [31:0] ALUOut;
	output Zero;
	assign Zero = (ALUOut==0);  
	always @(ALUctl, A, B) begin  
		case (ALUctl)
			0: ALUOut <= A & B;
			1: ALUOut <= A | B;
			2: ALUOut <= A + B;
			6: ALUOut <= A - B;
			7:	ALUOut <= A < B ? 1 : 0;
			default: ALUOut <= 0;
		endcase
	end
endmodule
`timescale 1ns / 1ps
module ALUControl(ALUOp, FuncCode, ALUctl);
	input [1:0] ALUOp;
	input [5:0] FuncCode;
	output reg [3:0] ALUctl;
	always@(ALUOp, FuncCode)
	begin
		case({ALUOp, FuncCode[3:0]}) 
		32:	 
				ALUctl <= 4'b0010;
		34:	 
				ALUctl <= 4'b0110;
		36:	 
				ALUctl <= 4'b0000;
		37:	 
				ALUctl <= 4'b0001;
		42:	 
				ALUctl <= 4'b0111;
		default: ALUctl <= 4'b1111;
		endcase
	end
endmodule
`timescale 1ns / 1ps
module ALUwithControl(ALUOp, FuncCode, A, B, ALUOut, Zero);
	input 	[1:0] 	ALUOp;
	input 	[5:0] 	FuncCode;
	input 	[31:0] 	A;
	input 	[31:0] 	B;
	output 	[31:0] 	ALUOut;
	output				Zero;
	wire 		[3:0]		ALUctl;
	ALUControl	Lab2b (ALUOp, FuncCode, ALUctl);
	ALU			Lab2a (ALUctl, A, B, ALUOut, Zero);		  
endmodule
`timescale 1ns / 1ps
module registerfile(Read1, Read2, WriteReg, WriteData, RegWrite, Data1, Data2, clock);
	input [5:0] Read1, Read2, WriteReg;
	input [31:0] WriteData;
	input RegWrite, clock;
	output [31:0] Data1, Data2;
	reg [31:0] RF [0:31];
	assign Data1 = RF[Read1];
	assign Data2 = RF[Read2];
	always @(posedge clock)
	begin
		if(RegWrite == 1)
			RF[WriteReg] <= WriteData;	
	end
endmodule
`timescale 1ns / 1ps
module RF_ALU(Read1, Read2, WriteReg, WriteData, RegWrite, clock, FuncCode, ALUOp, ALUOut, Zero);
	input		[5:0]		Read1;
	input		[5:0]		Read2;
	input		[5:0] 	WriteReg;
	input		[31:0]	WriteData;
	input					RegWrite;
	input					clock;
	input 	[5:0]		FuncCode;
	input		[1:0]		ALUOp;
	output 	[31:0] 	ALUOut;
	output			 	Zero;
	wire		[31:0]	Data1;
	wire		[31:0]	Data2;
	registerfile	lab5a (Read1, Read2, WriteReg, WriteData, RegWrite, Data1, Data2, clock);
	ALUwithControl	lab4c (ALUOp, FuncCode, Data1, Data2, ALUOut, Zero);
endmodule
==> notes.md <==
OpenROAD reports that the post-layout worst path occupies 71.9% of the period. Counting every sink on the clock net gives 1024. The flow reports that combinational logic draws 15.6% of the design power. The number of standard-cell rows in the floorplan was 131.

lab5a.RF holds more flip-flops than any other register. The leakage component of the power was reported as 18.8 nW. The run gives 13.2% for the synthesis-to-finish area growth. Setup repair after global routing left no endpoint under its margin.

With the post-synthesis instance total at 2766, the maximum operating frequency is 51.2 MHz. For this run, the register share of the synthesized area comes to 59.1%. The run gives 0.980 mW for the net switching power figure. Kind of critical path: primary input to primary output. TritonCTS built the clock tree.

The slowest stage of the critical path belongs to the cell buf_4. The flip-flop count of the largest register, all copies and words added works out to 1024. The flow ran to the end, and the final reports show no timing, DRC or antenna violations. In this run, CTS created clock tree buffers numbering 108.

Looking at the max-slew report, the worst-margin pin has a slew of 1.07 ns. The instance count after placement with tap cells included was 4492; the instance area after placement was 55400 um^2. The run gives 33200 for the number of global-route vias before repair.

With the data arrival time of the critical path at 14.10 ns, the accumulated negative setup slack is 0 ns. The smallest clock period supported by the final layout is computed as 19.54 ns. The share of total power consumed by net switching works out to 25.8%.

After clock tree synthesis, the flow added hold-fix buffers numbering 0. The run gives 132000 um^2 for the die footprint. The maximum buffer depth of the clock tree was 3. The relative max-transition margin was 26.9%. The critical path startpoint was Read1[0]. The detailed router finished its first iteration with 1765 violations. The total power divided by cell area was 64.6 nW/um^2.

The run gives 363 um for the horizontal die dimension. The run gives 2766 as the cell count listed in synth_stat.txt. The critical path maximum fanout is 66. The total count of hold-check failures in the final report is 0.

For this run, the detailed router's first-pass iteration total came to 5. In the final layout, the registers with the most flip-flops are lab5a.RF x1024. The total routing resource utilization after global routing was 27.1%; the biggest cell delay along the critical path was 0.65 ns. The H-tree level count is 3.

The tools report the wire length after detailed routing as 159000 um. The most common cell type on the critical path was buf_4. The share of the core area taken by cells at floorplan is 40.5%. Looking at the power breakdown, sequential logic takes 46.4% of the total.

The analysis reports a worst IR drop on VDD of 62.0 uV. In the final routed layout, each cell accounts on average for 33.9 um. The count of warnings emitted by yosys is 3.

The endpoint required time on the critical path was 21.76 ns. In this run the cell area of the synthesized design comes to 52000 um^2. The post-synth register bit count is 1024.

Per the post-route antenna check, the number of violating nets is 0. After synthesis, the share of flip-flops with an asynchronous set or reset is 0%. Per the synth stats, the flop cell with the highest instance count is edfxtp_1. In the power breakdown, the internal column shows 2.82 mW. STA lists the startpoint of the worst hold path as WriteData[28].

Capturing element type of the critical path: a primary output. The finished layout reports a core utilization of 45.9%. The run gives 0 as the residual overflow from global routing. With the clock share of power at 38.0%, the pin count of the biggest net entering global routing is 97. The final non-filler cell total was 4695. The vertical extent of the die came out at 363 um. The tools report the chip area estimate from yosys synthesis as 52000 um^2. During placement, the flow inserted port buffers numbering 87. The count of unique library cells instantiated by Yosys is 81, and the clock input transition at the sequential cells of the worst setup and hold paths is 0.06 ns. The final route contains 29400 vias.

The logs give 230000 um for the wire length of the first global-routing pass and 0.921 for the routability congestion estimate. The layout summary lists the proportion of cells stronger than drive strength 1 as 32.9%. The post-CTS repair timing setup buffer count is 0. The tally of max-capacitance violations is 0, and the average via count per standard cell is 6.27.

The number of gates resized after cts is 0. The final max-slew violation count recorded for this run is 0. OpenROAD warning count: 95. The initial antenna violation count came out at 6. The post-synth tally of flip-flops with integrated enable was 1024. The report lists the cells along the critical path as buf_8 > buf_12 > buf_4 > buf_4 > buf_4 > mux4_2 > mux4_2 > mux2i_1 > ha_1 > nor2_1 > nand2_1 > a2111oi_2 > or2_2 > nor3_1 > a211o_1 > or4_1 > or4b_1 > or4_1 > nor4b_2 > nor4b_2 > clkdlybuf4s50_1. According to the floorplan report, the placeable core area is 128000 um^2.

After synthesis, the mean cell area works out to 18.8 um^2. The type recorded for the worst min-delay path is primary input to register. Critical path startpoint category: a primary input. The clock tree root driver cell was clkbuf_16.

According to the I/O placement log, the pin count is 93. The final timing report counts setup violations totalling 0. The script parses the final routing iteration and logs DRC violations as 0. Summed over all nets, the half-perimeter wirelength after detailed placement is 94800 um. The cell area after layout is 58900 um^2.
==> area by class of cell <==
type	count	area (um^2)
Timing Repair Buffer	197	1740
Antenna cell	4	10.0
Multi-Input combinational cell	1446	20400
Clock buffer	136	2810
Clock inverter	63	668
Sequential cell	1024	30700
Inverter	96	360
Fill cell	10500	69500
Tap cell	1729	2160
==> per-stage QoR <==
stage               hold slack (ns)  worst slack (ns)  total power [mW]
floorplan                      5.54             10.50              2.17
global placement               6.27              7.43              2.38
detailed placement             6.28              7.41              2.39
CTS                            5.51              7.40              3.82
global route                   5.54              6.96              3.94
finish                         5.53              7.66              3.80
==> logic make-up after synthesis <==
logic type | count (synthesis) | synth area share, %
compound gates | 300 | 3.98
xor+xnor | 14 | 0.236
fa+ha+maj | 98 | 2.39
buf+inv | 296 | 2.19
flops | 1024 | 59.1
mux | 707 | 29.0
simple gates | 327 | 3.11
==> synthesized netlist by cell type (all sizes together) (6+ instances only) <==
| library cell | instances | area share [%] |
|---|---|---|
| a211oi | 14 | 0.24 |
| a21o | 9 | 0.13 |
| a21oi | 84 | 0.81 |
| a221oi | 8 | 0.15 |
| a31oi | 16 | 0.19 |
| and2 | 7 | 0.084 |
| and3 | 6 | 0.072 |
| buf | 71 | 0.57 |
| clkbuf | 129 | 0.93 |
| edfxtp | 1024 | 59 |
| ha | 96 | 2.3 |
| inv | 96 | 0.69 |
| mux2i | 67 | 1.3 |
| mux4 | 640 | 28 |
| nand2 | 66 | 0.48 |
| nand3 | 25 | 0.24 |
| nand3b | 10 | 0.14 |
| nor2 | 110 | 0.79 |
| nor2b | 17 | 0.20 |
| nor3 | 28 | 0.28 |
| nor4 | 14 | 0.17 |
| o2111ai | 7 | 0.12 |
| o211ai | 17 | 0.25 |
| o21a | 7 | 0.10 |
| o21ai | 48 | 0.46 |
| o21bai | 8 | 0.12 |
| o221ai | 14 | 0.24 |
| o31ai | 8 | 0.12 |
| or2 | 8 | 0.096 |
| xnor2 | 12 | 0.20 |
==> worst max-delay path, delay by kind of cell <==
family | cells | cell delay [ns]
mux | 3 | 1.42
compound gates | 2 | 0.73
fa+ha+maj | 1 | 0.43
simple gates | 9 | 2.67
buf+inv | 6 | 3.19
==> routing by layer <==
metal	up-vias	global-route usage [%]	wire, um
li1	12100	-	-
met2	2222	39.2	74300
met1	14800	30.7	48100
met5	-	3.37	612
met3	279	23.6	31900
met4	17	5.51	4360
==> path summary, 6_finish.rpt <==
check,slack (ns),end,depth (start not counted)
max,7.66,Zero,21
min,5.53,lab5a.RF[19][28],2
==> power groups by stage <==
stage	Sequential, mW	Combinational [mW]	Clock, mW
4_1_cts	1.76	0.591	1.47
5_1_grt	1.77	0.639	1.53
6_report	1.76	0.591	1.45
==> cells in the final DEF (no fill, tap or decap), types with 23 or more instances in the layout <==
cell	instances
nor2_1	78
clkdlybuf4s50_1	77
nor2_4	32
nand2_1	66
a21oi_1	84
clkbuf_16	108
inv_1	96
clkinv_1	23
edfxtp_1	1024
buf_4	110
clkbuf_1	28
ha_1	96
mux2i_1	67
nand3_1	25
mux4_2	640
nor3_1	24
o21ai_0	45
Power figures rest on the tool's default switching activity, not on a simulated workload.
